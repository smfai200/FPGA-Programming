$ cat /design/flow/run.sh
#!/bin/bash
# OpenROAD 26Q1-2900-gdf79404cd8, Yosys 0.63+post, stock flow scripts
make -C /OpenROAD-flow-scripts/flow DESIGN_CONFIG=/design/flow/config.mk WORK_HOME=/design/flow/orfs finish
$ cat /design/flow/config.mk
export PLATFORM = sky130hd
export DESIGN_NAME = upCounter
export DESIGN_NICKNAME = upCounter
export VERILOG_FILES = /design/flow/design.v
export SDC_FILE = /design/flow/constraint.sdc
export NUM_CORES = 4
export LEC_CHECK = 1
export CORE_AREA = 10 10 70 70
export DIE_AREA = 0 0 80 80
$ cat /design/flow/constraint.sdc
current_design upCounter

set clk_period 1.5
set clk_io_pct 0.2

create_clock -name clk0 -period $clk_period [get_ports {clock}]

set non_clock_inputs [all_inputs -no_clocks]
set_input_delay [expr $clk_period * $clk_io_pct] -clock clk0 $non_clock_inputs
set_output_delay [expr $clk_period * $clk_io_pct] -clock clk0 [all_outputs]
$ cat /design/flow/design.v
`timescale 1ns / 1ps
module upCounter(reset, clock, Num_16OutputLine);
    input reset;
    input clock;
    output [3:0] Num_16OutputLine;
	 reg [3:0] Num_16OutputLine = 4'b0000;  
always @ (posedge clock)
begin
	if(reset == 1'b1)  
		Num_16OutputLine = 4'b0000;
	else if(Num_16OutputLine == 4'b1111)  
		Num_16OutputLine = 4'b0000;
	else  
		Num_16OutputLine = Num_16OutputLine + 1;
end
endmodule
==> out/metrics.yaml <==
power_density_nw_per_um2: 945
post-route-util: 0.0868
yosysWarnings: 1
finalClockSkew_ns: 0.00139
avgViaCountPerCell: 2.03
grt_max_degree: 6
p_leak_uw: 0.0000907
cts_sinks: 4
cpMaxStageDelayCell: "clkdlybuf4s50_1"
synth_seq_share: 0.481
crit_family: "buffers and inverters"
fp.dieW_microns: 80
drv_cap: 0
max_stage_delay_ns: 0.53
clk_latency_ns: 0.23
grt_usage: 0.0146
grt_overflow_total: 0
drv_slew: 0
switching_power_uw: 55.4
crit_required_ns: 1.20
fp-utilization: 0.0487
holdCritPathClass: "reg2reg"
cts.path.max_buffers: 2
port_buffers: 5
chipArea_sq_um: 6400
cts_tree: "built"
cts_hold_buf: 0
period_needed_ns: 1.46
setup_tns_ns: 0
critPathKind: "reg2out"
ys_types: 11
placed_area_sq_um: 274
die_h_microns: 80
combPwrFrac: 0.108
row_count: 21
critPathMaxFanout: 5
post-cts-setup-buffer-count: 0
arrival_ns: 1.16
grt_pass1_vias: 150
stdcell_count: 69
p_seq_frac: 0.435
path_buffers: 1
netlist_area_sq_um: 166
p_clk_frac: 0.457
cts_buffers: 3
drive_gt1_frac: 0.261
io_pins: 6
grt_pass1_wl_microns: 696
drt.antenna.violating_nets: 0
post_cts_resized: 0
drt_iter0_markers: 0
worstPathCellList: "clkdlybuf4s50_1"
outcome: "finished clean"
design_area_sq_um: 297
place_inst: 66
gp_congestion: 0.662
numSynthFlops: 4
ys_area_sq_um: 166
finalCritPeriodShare: 0.970
largest_reg_flops: 4
drt-pass1-iter-count: 1
peakVddDrop_uv: 131
h-tree-depth: 1
vias: 140
worst_pin_slew_ns: 0.174
syn_inst: 15
cts_root_buf: "clkbuf_4"
drt_wl_total_microns: 430
synth.avg_cell_area_sq_um: 11.1
antennaDiodeCount: 0
p_int_uw: 225
ys_cells: 15
rsz0062_at_grt: "false"
clk_pin_slew_worst_paths_ns: 0.03
area_growth_pct: 78.2
timing_hold_violations_final: 0
relSlewSlack: 0.883
antenna_found_initial: 0
drc: 0
cp-end-kind: "output port"
wire_per_inst_microns: 6.23
tool_warnings: 25
start_kind: "flip-flop"
setup_violations: 0
p_sw_frac: 0.198
fmax_mhz: 687
core_sq_um: 3420
==> placed cells by master, fill, tap and decap left out <==
master,count
clkbuf_4,3
nor3b_2,1
ha_1,1
o21ai_0,1
clkdlybuf4s50_1,5
nor3_2,1
xnor2_1,1
nand4b_1,1
dfxtp_1,4
and3_4,1
nor2_1,1
inv_1,1
a21oi_1,2
==> final cells by class <==
class | instances | area, sq um
clock buffer | 3 | 22.5
fill | 407 | 3120
inverter | 1 | 3.75
multi-input combinational | 10 | 82.6
sequential | 4 | 80.1
tap | 46 | 57.6
timing repair buffer | 5 | 50.0
==> worst paths after layout <==
kind / startpoint / end / slack, ns / depth (start not counted)
worst max-delay path: Num_16OutputLine[0]$_SDFF_PP0_ / Num_16OutputLine[0] / 0.04 / 1
worst min-delay path: Num_16OutputLine[0]$_SDFF_PP0_ / Num_16OutputLine[0]$_SDFF_PP0_ / 0.51 / 1
worst max register to register: Num_16OutputLine[0]$_SDFF_PP0_ / Num_16OutputLine[3]$_SDFF_PP0_ / 0.43 / 4
worst min register to register: Num_16OutputLine[0]$_SDFF_PP0_ / Num_16OutputLine[0]$_SDFF_PP0_ / 0.51 / 1
==> cell usage after synthesis (all sizes together) <==
cell type / n / area [sq um]
o21ai: 1 / 5.00
a21oi: 2 / 10.0
nor3: 1 / 10.0
xnor2: 1 / 8.76
nor3b: 1 / 12.5
dfxtp: 4 / 80.1
inv: 1 / 3.75
and3: 1 / 11.3
nand4b: 1 / 8.76
ha: 1 / 12.5
nor2: 1 / 3.75
==> power groups by stage <==
stage / Clock, uW / Combinational, uW / Sequential (uW)
CTS: 136 / 31.7 / 122
finish: 128 / 30.2 / 122
global route: 136 / 35.8 / 123
==> per-stage QoR <==
stage | power [uW] | hold slack [ns] | setup slack [ns]
floorplan | 133 | 0.369 | 0.577
finish | 280 | 0.509 | 0.0448
global route | 295 | 0.539 | 0.00458
CTS | 290 | 0.515 | 0.0184
global placement | 155 | 0.491 | 0.269
detailed placement | 155 | 0.506 | 0.274
==> metal layers <==
metal	up-vias	global-route usage	routed length (microns)
li1	70	-	-
met1	63	0.00867	90
met2	3	0.0297	288
met3	4	0.00909	32
met4	0	0.00880	19
met5	-	0	0
==> cells by family (layout without fill, tap and decap cells) <==
logic type / after synthesis / after routing / share of synthesized area
buffers and inverters: 1 / 9 / 0.0225
flip-flops: 4 / 4 / 0.481
adder cells (fa/ha/maj): 1 / 1 / 0.0752
AND/OR/NAND/NOR: 5 / 5 / 0.278
AND-OR/OR-AND: 3 / 3 / 0.0902
XOR/XNOR: 1 / 1 / 0.0526
No activity file was given, so power comes from the tool's default toggle rates.

===== design.v =====
`timescale 1ns / 1ps
module Counter(bcd, seg);
    input [3:0] bcd;
    output [7:0] seg;
	 reg [7:0] seg;
	 always @ (bcd)
	 begin
	   case (bcd)  
            0:seg=7'b1111110;
				1:seg=7'b0110000;
				2:seg=7'b1101101;
				3:seg=7'b1111001;
				4:seg=7'b0110011;
				5:seg =7'b1011011;
				6:seg=7'b1011111;
				7:seg=7'b1110000;
				8:seg=7'b1111111;
				9:seg=7'b0000100;
            default : seg = 7'b1111111; 
        endcase
	   end
endmodule

===== run.sh =====
#!/bin/bash
# OpenROAD 26Q1-2900-gdf79404cd8, Yosys 0.63+post, stock flow scripts
make -C /OpenROAD-flow-scripts/flow DESIGN_CONFIG=/design/flow/config.mk WORK_HOME=/design/flow/orfs finish

===== config.mk =====
export PLATFORM = sky130hd
export DESIGN_NAME = Counter
export DESIGN_NICKNAME = Counter
export VERILOG_FILES = /design/flow/design.v
export SDC_FILE = /design/flow/constraint.sdc
export NUM_CORES = 4
export LEC_CHECK = 1
export CORE_AREA = 10 10 70 70
export DIE_AREA = 0 0 80 80

===== constraint.sdc =====
current_design Counter

set clk_period 1.1
set clk_io_pct 0.2

create_clock -name clk0 -period $clk_period

set non_clock_inputs [all_inputs -no_clocks]
set_input_delay [expr $clk_period * $clk_io_pct] -clock clk0 $non_clock_inputs
set_output_delay [expr $clk_period * $clk_io_pct] -clock clk0 [all_outputs]

==> flow_summary_export.csv <==
group,metric,value,unit
status,status,"finished, violations left",
status,violations,"negative setup slack",
placement,port-buffer-count,11,
run,warnings,39,
logic_synthesis,synth_cell_types,14,
drt,first_pass_iters,3,
hold_path,hold_depth,3,
cells_and_area,flop_area,0,um2
die,ios,12,
logic_synthesis,yosys_area,193,um2
placement,hpwl,501,um
timing,worst_slack,-0.112,ns
die,die_h,80,um
worst_setup_path,crit_buf_inv,3,
timing,period_used_share,110,%
worst_setup_path,slowest_stage,"or2_1",
timing,max_clock_freq,0.825,GHz
logic_synthesis,syn_area,193,um2
die,core_region_area,3420,um2
drt,postRouteAntennaNets,0,
worst_setup_path,required,0.88,ns
grt,grt_max_degree,8,
run,drv_cap,0,
drt,first_iter_violations,10,
worst_setup_path,worst_setup_path_end_kind,"primary output",
power,powerDensity,285,nW/um2
grt,grt_pass1_vias,255,
logic_synthesis,synth.largest_area_cell,"ha_1",
drt,drc_errors,0,
cells_and_area,n_clock_buffer,0,
logic_synthesis,area_leaders,"ha_1 (39%), a21oi_1 (16%), inv_1 (7.8%)",
cells_and_area,final_area,460,um2
worst_setup_path,critPathLaunchType,"primary input",
cells_and_area,drive_above_1_share,68.3,%
logic_synthesis,ys_cells,28,
drt,post_drt_wl_per_cell,7.72,um
worst_setup_path,cp.arrival,0.99,ns
cells_and_area,area_delta_synth_final,139,%
placement,gp_congestion,0.648,
grt,grt_pass1_wl,1.15,mm
die,fp-utilization,5.64,%
timing,finalHoldViolCount,0,
timing,setup_viol,4,
logic_synthesis,syn_avg_cell_area,6.88,um2
cells_and_area,seq_cells,0,
cts,cts_setup_buffers,0,
worst_setup_path,slowest_delay,0.22,ns
drt,antenna_cells,0,
timing,grt_setup_unrepaired,"yes",
drt,drt-total-wl,672,um
logic_synthesis,ys_seq_share,0,%
grt,gr-total-overflow,0,
power,p_leak,0.168,nW
worst_setup_path,cp_max_fo,3,
die,die_x,80,um
cells_and_area,n_fill_cell,389,
logic_synthesis,netlist.area_leader.share,39.0,%
die,chip_area,6400,um2
timing,slew_violations,0,
worst_setup_path,path_depth,7,
cells_and_area,post-route-util,13.5,%
grt,grt.total_usage,2.03,%
hold_path,hold_path.class,"in -> out",
worst_setup_path,cp_top_family,"buffers and inverters",
logic_synthesis,synthCells,28,
die,row_count,21,
drt,dr_total_vias,233,
grt,grt_antenna_before_repair,0,
power,ir_drop,0.0452,mV
drt,vias_per_cell,2.68,
placement,dpl_cell_area,375,um2
timing,fin_crit,1.21,ns
logic_synthesis,yosysWarnings,1,
worst_setup_path,critical_path_class,"in -> out",
cts,cts_hold_buf,0,
worst_setup_path,crit_chain,"buf_12 -> inv_8 -> ha_4 -> or2_1 -> a21oi_2 -> a21oi_1 -> buf_2",
layer usage:
metal  global-route usage, %  part of all wire [%]
met2                    3.85                    52
met1                    2.24                    40
met5                       0                     0
met4                   0.352                     0
met3                   0.455                   7.3
synthesized netlist by cell type:
master and instances:
a21o_1 1, a21oi_1 6, a22oi_1 1, buf_4 1
conb_1 1, ha_1 6, inv_1 4, nand2_1 1
nand2b_1 1, nor2_1 1, nor2b_1 1, nor2b_2 1
o21ai_0 1, or2_1 2
through the flow:
| step | worst slack [ns] | cells | hold WS, ns | power (mW) | TNS [ns] |
|---|---|---|---|---|---|
| 5_1_grt | -0.166 | 87 | 0.822 | 0.147 | -0.541 |
| 3_3_place_gp | -0.955 | 87 | 1.53 | 0.104 | -6.20 |
| 6_report | -0.112 | 87 | 0.792 | 0.131 | -0.280 |
| 2_1_floorplan | 0.0534 | 28 | 0.475 | 0.0354 | 0 |
| 4_1_cts | -0.0966 | 87 | 0.786 | 0.127 | -0.208 |
| 3_5_place_dp | -0.969 | 87 | 1.53 | 0.105 | -6.31 |
logic make-up after synthesis:
group           Yosys count  synth area share (%)
other cells               1                  1.95
buf+inv                   5                  11.7
compound gates            9                  26.0
simple gates              7                  21.4
fa+ha+maj                 6                  39.0
layout by cell type, fill, tap and decap left out:
cell type,instances
inv_1,2
nor2b_4,2
buf_2,9
nor2_2,1
a21oi_2,2
a22oi_2,1
ha_1,1
o21ai_1,1
or2_1,2
inv_8,2
nand2b_1,1
conb_1,1
buf_4,1
buf_12,1
buf_6,2
ha_4,5
buf_8,1
nand2_2,1
a21o_1,1
a21oi_1,4
path summary, 6_finish.rpt:
check / startpoint / slack, ns / to
max: bcd[0] / -0.11 / seg[1]
min: bcd[2] / 0.79 / seg[4]
worst min-delay path: cells and delay by family:
family	cells	cell delay, ns
AND-OR/OR-AND	1	0.10
buffers and inverters	2	0.25
repair_timing:
| item | in CTS | in global routing |
|---|---|---|
| setup endpoints to repair | 7 | 7 |
| pin swaps | 8 | 2 |
| resized | 71 | 2 |
report_power, final:
group          total, mW  switching, mW  internal (mW)
combinational      0.131         0.0605         0.0708
sequential             0              0              0
clock                  0              0              0
total              0.131         0.0605         0.0708
cell type report:
cell class	count	area (um2)	area share, %
Tap cell	46	57.6	12.5
Timing Repair Buffer	14	110	23.9
Inverter	4	30.0	6.52
Multi-Input combinational cell	23	263	57.1
Power and IR drop assume default switching activity.
